<file path="design/flow/config.mk">
export PLATFORM = sky130hd
export DESIGN_NAME = simple_dual_one_clock
export DESIGN_NICKNAME = simple_dual_one_clock
export VERILOG_FILES = /design/flow/design.v
export SDC_FILE = /design/flow/constraint.sdc
export NUM_CORES = 4
export LEC_CHECK = 1
export CORE_UTILIZATION = 40
export SYNTH_HDL_FRONTEND = slang
export SYNTH_MEMORY_MAX_BITS = 65536
</file>
<file path="design/flow/design.v">
package version_package;
    localparam logic [7:0] ID    = 34;
    localparam logic [7:0] MAJOR = 1;
    localparam logic [7:0] MINOR = 1;
    localparam logic [7:0] PATCH = 7;
    localparam logic [31 : 0] VERSION_REGISTER = {ID, MAJOR, MINOR, PATCH};
endpackage
module simple_dual_one_clock #(
    parameter WIDTH = 32,
    parameter DEPTH = 256,
    localparam ADDR_WIDTH = $clog2(DEPTH)
)
(
    input  logic                      clk,
    input  logic                      ena,
    input  logic                      enb,
    input  logic                      wea,
    input  logic [ADDR_WIDTH - 1 : 0] addra,
    input  logic [ADDR_WIDTH - 1 : 0] addrb,
    input  logic [WIDTH - 1 : 0]      dia,
    output logic [WIDTH - 1 : 0]      dob
);
    logic [WIDTH - 1:0] ram [DEPTH - 1:0];
    always @(posedge clk) begin
        if (ena) begin
            if (wea) begin
                ram[addra] <= dia;
            end
        end
    end
    always @(posedge clk) begin
        if (enb) begin
            dob <= ram[addrb];
        end
    end
endmodule
</file>
<file path="design/flow/constraint.sdc">
current_design simple_dual_one_clock

set clk_period 30.8
set clk_io_pct 0.2

create_clock -name clk0 -period $clk_period [get_ports {clk}]

set non_clock_inputs [all_inputs -no_clocks]
set_input_delay [expr $clk_period * $clk_io_pct] -clock clk0 $non_clock_inputs
set_output_delay [expr $clk_period * $clk_io_pct] -clock clk0 [all_outputs]
</file>
<file path="design/flow/run.sh">
#!/bin/bash
# OpenROAD 26Q1-2900-gdf79404cd8, Yosys 0.63+post, stock flow scripts
make -C /OpenROAD-flow-scripts/flow DESIGN_CONFIG=/design/flow/config.mk WORK_HOME=/design/flow/orfs finish
</file>
==> ci_impl_report.md <==
## Synthesis and layout report

| Metric | Value |
|---|---|
| Residual DRC | 0 |
| PD cells | 63.71 nW/um2 |
| Crit Path Class | primary input to flop |
| Mapped Avg Cell Area | 22.06 um2 |
| TNS Setup | 0 ns |
| Final Max Tran Viols | 0 |
| FP Util | 0.4011 |
| Leak pwr | 113.2 nW |
| Clk latency of the worst-skew pair | 1.19 ns |
| Final core utilization | 0.4578 |
| Largest net degree at the start of global routing | 128 |
| CTS H-tree depth | 6 |
| First-pass GRT wire length | 1318000 um |
| DR vias | 155357 |
| Slew @ Worst Pin | 1.474 ns |
| GP Congestion | 0.9384 |
| YS chip area | 315900 um2 |
| GR Overflow Total | 0 |
| Fill cells | 63800 |
| Syn-to-layout area delta | 14.13% |
| Hold_ws | 1.074 ns |
| Clock root buffer | clkbuf_16 |
| Worst Path Buf+Inv | 9 |
| CTS tree | done |
| Ys cells | 14318 |
| Final setup viols | 0 |
| Place WS | 16.70 ns |
| CP max stage cell | buf_4 |
| Period minus WS final | 12.62 ns |
| CP required | 31.70 ns |
| Cell Area, Synth | 315900 um2 |
| Asr flop ratio synth | 0 |
| Share of cells above drive strength 1 | 0.2580 |
| Drt wl/cell | 35.88 um |
| Reg2reg setup slack | 26.25 ns |
| Share of total power in combinational logic | 0.051 |
| Chip area | 793300 um2 |
| Hold Crit Class | flop to flop |
| Number of I/O pins | 84 |
| Die width | 890.7 um |
| Vias in the first global route | 166663 |
| Reg2reg end | dob[21] |
| Worst-path clk slew | 0.06 ns |
| Pre-Repair DR Iteration Count | 6 |
| R2r worst-path depth | 7 |
| Post-route worst setup slack | 18.18 ns |
| Maximum vdd ir drop | 0.06633 mV |
| Clock power frac | 0.411 |
| Worst slew margin | 0.01713 |
| Post-synth tally of flip-flops with integrated enable | 8224 |
| CP endpoint kind | flop |
| Area of the core | 787600 um2 |
| Critical path endpoint | dob[10] |
| Setup crit start kind | primary input |
| Die height | 890.7 um |
| Post-CTS Setup Inserts | 0 |
| Comb. cell area | 66350 um2 |
| Row count | 326 |
| Unrepaired setup endpoints after global routing | false |
| Max frequency | 0.07924 GHz |
| Run status | completed |
| Final HPWL DP | 579200 um |
| Final worst path period share | 0.4097 |
| Most frequent CP cell | buf_4 |
| Storage cell area | 247000 um2 |
| CP arrival | 13.52 ns |
| Flop pwr share | 0.538 |
| Critical path depth in cells | 15 |
| Crit-path max FO | 80 |
| Cells after synthesis | 14318 |
| Hold Buf Count CTS | 0 |
| Register area share after synthesis | 0.7818 |
| Number of max-cap violations | 0 |
| Worst path max stage delay | 0.68 ns |
| FF-to-FF Start | ram[113][21] |
| Dominant Register Cell | edfxtp_1 |
| First DRT Iteration DRCs | 11141 |
| Sw power | 5.034 mW |
| Vias/cell | 5.855 |
| Clk sink count | 8224 |
| Antenna-violating nets left | 0 |
| Synth warn | 0 |
| CP startpoint | addrb[0] |
| Int Pwr | 17.94 mW |
| Family with the most delay on the worst path | buffers and inverters |
| Hold Violations, Final | 0 |
| OpenROAD warning count | 36 |
| IO buf count | 83 |
| Synth cell types | 60 |
| CTS buffer count | 811 |
| Initial antenna violation count | 71 |
| Maximum buffer depth of the clock tree | 4 |
| CP Cell Sequence | buf_16 -> buf_12 -> buf_4 -> buf_4 -> buf_4 -> buf_4 -> buf_4 -> buf_4 -> mux4_2 -> mux2_2 -> a211oi_1 -> o21ai_1 -> buf_4 -> a221o_1 -> nor3b_1 |
| Worst Skew | 0.08473 ns |
| Final wirelength | 952000 um |
| Post-synth regs | 8224 |
| Post_cts resized | 0 |
| Switch share | 0.2192 |
| GR Util All Layers | 0.2632 |
## kinds of logic after synthesis
kind of cell           count (synthesis)  share of synthesized area
buffers and inverters                900                    0.01726
and+or+nand+nor                      927                    0.01436
DFF                                 8224                     0.7818
AOI/OAI and AO/OA                   1362                    0.03177
muxes                               2905                     0.1548
## power groups by stage
stage	Clock [mW]	Sequential [mW]	Combinational (mW)
after CTS	9.56	12.4	1.18
after global routing	9.98	12.3	1.24
final	9.43	12.4	1.18
## worst min-delay path: stages (launching register included)
cell and delay (ns):
edfxtp_1 0.32, mux2i_1 0.06, nand2_1 0.06, o211a_1 0.14, nor3_1 0.07, nand2_1 0.15, and3_1 0.17
## registers in the layout (all words and copies together) (netlist names)
register	count
dob	32
ram	8192
## through the flow
stage	instances	total power [mW]	area [um2]
3_3_place_gp	24999	13.76	335100
2_1_floorplan	14318	13.13	315900
3_5_place_dp	25007	13.77	335200
5_1_grt	26493	23.57	360400
6_report	26535	22.97	360500
4_1_cts	26470	23.09	360300
## cell type report
class                   instances  area share
diodes                         64   0.0004442
clock buffers                1051     0.05955
clock inverters               412     0.01019
inverters                      32   0.0003748
multi-input cells            5194      0.1840
flip-flops and latches       8224      0.6850
well taps                   10496     0.03642
repair buffers               1062     0.02402
## routing by layer
metal,vias to the layer above,global-route usage,part of all wire
met3,1835,0.2505,0.22
met1,78678,0.2851,0.29
li1,63262,-,-
met4,120,0.09749,0.050
met2,11462,0.3573,0.44
met5,-,0.03191,0.0047
## cells in the mapped netlist, types with 30 or more instances
cell / n / area share
edfxtp_1: 8224 / 0.78
mux4_2: 1576 / 0.11
mux2i_1: 1235 / 0.039
o221ai_1: 398 / 0.011
clkbuf_1: 384 / 0.0046
nor2_1: 340 / 0.0040
a21oi_1: 266 / 0.0042
nor3_1: 211 / 0.0033
o22ai_1: 170 / 0.0034
buf_2: 155 / 0.0025
buf_6: 117 / 0.0042
buf_4: 107 / 0.0025
a22oi_1: 102 / 0.0024
mux2_2: 94 / 0.0034
nand4_1: 81 / 0.0016
nand2_1: 78 / 0.00093
a211oi_1: 69 / 0.0016
a221oi_1: 67 / 0.0019
o21ai_0: 65 / 0.0010
nor4_1: 58 / 0.0011
buf_1: 57 / 0.00068
a2111oi_0: 53 / 0.0015
o211ai_1: 50 / 0.0012
buf_8: 36 / 0.0017
or4_1: 34 / 0.00081
nand3_1: 31 / 0.00049
inv_1: 30 / 0.00036
## layout by cell type (no fill, tap or decap), types with 37 or more instances in the layout
cell and instances:
a211oi_1 60, a21oi_1 263, a221oi_1 67, a22oi_1 102
buf_4 956, bufinv_16 37, clkbuf_1 227, clkbuf_16 824
clkdlybuf4s50_1 44, clkinv_1 199, clkinv_2 117, diode_2 64
edfxtp_1 8224, mux2_2 94, mux2i_1 1235, mux4_2 1576
nand2_1 69, nand4_1 81, nor2_1 76, nor2_4 258
nor3_1 206, nor4_1 44, o211ai_1 50, o21ai_0 63
o221ai_1 398, o22ai_1 167
## how the worst min path moves through the flow
stage                 from      end  slack (ns)  cells past startpoint
CTS           ram[144][30]  dob[30]        1.04                      6
global route  ram[144][30]  dob[30]        1.11                      6
finish        ram[145][30]  dob[30]        1.07                      6
Power and IR drop assume default switching activity.
